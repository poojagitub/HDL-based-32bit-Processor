==> ./design.v <==
`timescale 1ns / 1ps
module procsn32(
    input clock,
    input [31:0] inst,
    output [31:0] result
    );
    wire [4:0] rs1_num, rs2_num, rd_num;
    reg [4:0] rd_num_r, rd_num_rr;
    wire [3:0] ctrl;
    wire [31:0]  rs1, rs2;
    wire [31:0] inst_r,outP;
    inst_dec ID (inst, rs1_num, rs2_num, rd_num, inst_r, clock);
    control CTRL (inst_r, ctrl, clock);
    always@(posedge clock) begin
    rd_num_r <= rd_num;
    rd_num_rr <= rd_num_r;
    end 
    ALU ALU (rs1, rs2, ctrl, outP, clock);
    regBank regB(clock, rs1_num, rs2_num, rd_num_rr, outP, rs1, rs2);
    assign result = outP;
endmodule
module regBank(input clock, input [4:0] rs1_num, rs2_num, dataW_num, 
               input [31:0] dataW, output reg [31:0] data1, data2);
reg [31:0] regBank [0:31];   
always@(posedge clock) begin
data1 <= regBank[rs1_num];
data2 <= regBank[rs2_num];
regBank[dataW_num] <= dataW;
end
endmodule
module inst_dec(input [31:0] inst, 
    output [4:0] rs1_num, rs2_num, rd_num,
    output reg [31:0] inst_r, input clock);
always@(posedge clock) inst_r = inst;
assign rs1_num = inst_r[19:15];    
assign rs2_num = inst_r[24:20];    
assign rd_num = inst_r[11:7];   
endmodule
module control(input [31:0] inst, output reg [3:0] ctrl, input clock);
parameter   ADD = 10'b0000001, SUB = 10'b0010001, SLL = 10'b0000011,
            SRL = 10'b0010011, SRA = 10'b0100011, SLT = 10'b0000111,
            SLTU= 10'b0010111, XOR = 10'b0001111, OR  = 10'b0011111,
            AND = 10'b0101111;        
    always@(posedge clock) begin                 
    case({inst[14:12],inst[3:0]})  
            ADD : ctrl = 4'h1;
            SUB : ctrl = 4'h2;
            SLL : ctrl = 4'h3; 
            SRL : ctrl = 4'h4;
            SRA : ctrl = 4'h5;
            SLT : ctrl = 4'h6;
            SLTU: ctrl = 4'h7;
            XOR : ctrl = 4'h8;
            OR  : ctrl = 4'h9;
            AND : ctrl = 4'ha;
            default : ctrl = 4'h0;
    endcase
    end
endmodule
module ALU(input [31:0] rs1, input [31:0] rs2, input [3:0] ctrl,
             output reg [31:0] outP, input clock);
always@(posedge clock) begin 
case(ctrl)  
4'h1 : outP = rs1 + rs2 ;
4'h2 : outP = rs1 - rs2 ;
4'h3 : outP = rs1 << rs2[4:0] ; 
4'h4 : outP = rs1 >> rs2[4:0] ;
4'h5 : outP = $signed(rs1) >>> rs2[4:0] ;
4'h6 : outP = ($signed(rs1) < $signed(rs2)) 
              ? 32'h00000001 : 32'h00000000 ;
4'h7 : outP = (rs1 < rs2) 
              ? 32'h00000001 : 32'h00000000 ;
4'h8 : outP = rs1 ^ rs2 ;
4'h9 : outP = rs1 | rs2 ;
4'ha : outP = rs1 & rs2 ;
default : outP = 32'hxxxxxxxx ;
endcase
end
endmodule
==> ./run.sh <==
#!/bin/bash
# OpenROAD 26Q1-2900-gdf79404cd8, Yosys 0.63+post, stock flow scripts
make -C /OpenROAD-flow-scripts/flow DESIGN_CONFIG=/design/flow/config.mk WORK_HOME=/design/flow/orfs finish
==> ./config.mk <==
export PLATFORM = sky130hd
export DESIGN_NAME = procsn32
export DESIGN_NICKNAME = procsn32
export VERILOG_FILES = /design/flow/design.v
export SDC_FILE = /design/flow/constraint.sdc
export NUM_CORES = 4
export LEC_CHECK = 1
export CORE_UTILIZATION = 50
==> ./constraint.sdc <==
current_design procsn32

set clk_period 23.9
set clk_io_pct 0.2

create_clock -name clk0 -period $clk_period [get_ports {clock}]

set non_clock_inputs [all_inputs -no_clocks]
set_input_delay [expr $clk_period * $clk_io_pct] -clock clk0 $non_clock_inputs
set_output_delay [expr $clk_period * $clk_io_pct] -clock clk0 [all_outputs]
==> deck_impl_summary.md <==
Synthesis and Place & Route Summary

Outcome
  – Outcome: finished clean

Floorplanning
  – Die height: 343 µm
  – IO Pins: 65
  – Die W: 343 µm
  – # rows: 124
  – Init Core Util: 50.7%
  – Die Size: 118000 µm²
  – Core area: 115000 µm²

Drt
  – DRC viols: 0
  – Post-DR wirelength/cell: 35.4 µm
  – DRT Pass-1 Iters: 5
  – Overall via count from detail_route: 33800
  – ANT nets after route: 0
  – Vias per cell: 6.74
  – Final wirelength: 177 mm
  – DR iter-0 viols: 2428

Logic synthesis
  – Post-synth ARST share: 0%
  – Syn Inst Count: 3330
  – Post-synth seq share: 57.5%
  – Post-Syn Area: 58300 µm²
  – Seq cells post-synth: 1161
  – Synth Area per Inst: 17.5 µm²
  – Area reported by Yosys stat: 58300 µm²
  – Main flop type: edfxtp_1
  – Area leader share: 52.8%
  – Ys cells: 3330
  – Yosys Warn Count: 5
  – Largest area contributor in the netlist: edfxtp_1
  – Synth area leaders: edfxtp_1, mux4_2, dfxtp_1
  – Flip-flops with a built-in enable: 1024
  – Yosys cell types: 88

Worst setup path
  – Worst reg2reg path depth: 13
  – Sum of buffers and inverters on the critical path: 1
  – Critical path class: flop to output pin
  – Slowest CP cell: dfxtp_1
  – CP Max Fanout: 33
  – WP depth: 1
  – Worst Path Arrival: 2.29 ns
  – Delay-heaviest family, CP: flip-flops
  – Crit. End Element: output pin
  – CP cell instances: clkdlybuf4s50_1
  – Worst path max stage delay: 0.96 ns
  – CP Data Required Time: 19.12 ns
  – Critical path startpoint category: flop

Timing
  – Count of final max-slew check failures: 0
  – Final Hold Viols: 0
  – Worst Clk Skew: 0.0560 ns
  – Worst slew margin: 34.8%
  – Min Tclk post-route: 7.07 ns
  – Setup_tns: 0 ns
  – Unrepaired setup endpoints after global routing: false
  – Setup Viol. Count Final: 0
  – Final hold slack: 0.327 ns
  – Tcrit/Tclk final: 29.6%
  – Final WS setup: 16.83 ns
  – Worst slew pin tran: 0.977 ns
  – Max frequency: 141 MHz

Finish
  – P&R area growth vs syn: 11.4%
  – Fraction of layout cells with a size suffix above 1: 33.5%
  – Fin cells: 5016
  – Cell area after layout: 64900 µm²
  – Commonest Layout Cell: edfxtp_1
  – Top Layout Cells: edfxtp_1, mux4_2, nor2_1, buf_4, nand2_1

Min path
  – Worst min-delay path class: flop to flop
  – Worst hold path stage count: 0

Clock tree
  – Clk Tree Root Cell: clkbuf_16
  – CTS tree: built
  – Clock slew at reported path FFs: 0.06 ns
  – Post-CTS setup buffers: 0
  – Max H-tree Level: 3
  – Clock sinks: 1161
  – CTS buffer count: 118
  – Cts hold-fix bufs: 0
  – Bufs on Longest Clock Path: 3
  – Clk latency late pin: 0.74 ns
  – Post_cts resized: 0

GRT
  – Initial antenna violation count: 10
  – First-pass GRT wire length: 257 mm
  – Congestion Overflow GR: 0
  – Gr usage total: 34.6%
  – Largest net degree at the start of global routing: 88
  – Vias in the first global route: 37200

Placed design
  – Port bufs: 54
  – Post-Place Worst Slack: 17.56 ns
  – Cell count after placement: 4783
  – HPWL Detailed: 109 mm
  – GP Congestion: 0.959
  – Area after DPL: 61000 µm²

Power and ir drop
  – Leak Pwr: 21.1 nW
  – P per Cell Area: 88.0 nW/µm²
  – Max IR drop VDD: 0.0757 mV

Run
  – Log Warnings: 101
  – Max-Cap Viols: 0
logic make-up (layout without fill, tap and decap cells):
kind of cell / after synthesis / after routing / share of synthesized area (%)
flops: 1161 / 1161 / 57.5
mux: 817 / 817 / 29.2
compound gates: 434 / 434 / 5.01
simple gates: 433 / 433 / 3.28
buf+inv: 358 / 523 / 2.49
fa+ha+maj: 99 / 99 / 2.15
xor+xnor: 28 / 28 / 0.421
other cells: 0 / 9 / 0
synth_stat cells (5+ instances only):
cell type	instances
dfxtp_1	137
nor2b_1	7
a31oi_1	12
o221ai_1	11
o21a_1	5
a211oi_1	17
a2111oi_0	9
a221oi_1	6
mux2_2	80
buf_1	59
and2_1	7
o21bai_1	9
edfxtp_1	1024
or2_2	9
nor4_1	9
mux4_1	5
o211ai_1	22
o31ai_1	12
nand3_1	24
o21ai_1	7
mux4_2	690
nand4_1	8
inv_1	103
or3_1	11
nor2_1	167
a22oi_1	8
a22o_1	7
nand2b_1	13
o21ai_0	85
xnor2_1	25
a211o_1	7
a21oi_1	122
a221o_1	6
buf_2	25
mux2i_1	38
o2111ai_1	6
ha_1	97
a21o_1	16
nand2_1	131
clkbuf_1	158
o22ai_1	20
nor3_1	32
area by class of cell:
type / count / area (µm²)
fillers: 8450 / 50000
clock inverters: 62 / 571
diodes: 9 / 22.5
multi-input cells: 1811 / 23600
well taps: 1512 / 1890
clock buffers: 162 / 3310
repair buffers: 193 / 1630
flip-flops and latches: 1161 / 33500
inverters: 106 / 398
registers in the layout (all words and copies together) (netlist names):
signal,flops
regB.regBank,1024
ALU.outP,32
regB.data1,32
regB.data2,32
ID.inst_r,22
CTRL.ctrl,9
rd_num_r,5
rd_num_rr,5
routing by layer:
metal,global-route usage [%],wire length [µm],vias to the layer above
met4,10.2,6910,17
met2,49.0,83100,2217
li1,-,-,14100
met5,3.81,423,-
met3,26.1,31700,391
met1,43.4,55300,17100
through the flow:
| stage | power (mW) | utilization (%) |
|---|---|---|
| 6_report | 5.72 | 56.5 |
| 2_1_floorplan | 3.41 | - |
| 5_1_grt | 5.94 | 56.5 |
| 4_1_cts | 5.74 | 56.5 |
| 3_3_place_gp | 3.90 | 53.1 |
| 3_5_place_dp | 3.92 | 53.1 |
worst paths after layout:
path | from | to | slack [ns]
hold reg to reg | rd_num_r[4]$_DFF_P_ | rd_num_rr[4]$_DFF_P_ | 0.33
setup / recovery | ALU.outP[9]$_DFF_P_ | result[9] | 16.83
hold / removal | rd_num_r[4]$_DFF_P_ | rd_num_rr[4]$_DFF_P_ | 0.33
setup reg to reg | regB.data2[4]$_DFF_P_ | ALU.outP[31]$_DFF_P_ | 18.92
where the power goes:
group / switching (mW) / total, mW / internal [mW]
Combinational: 0.762 / 1.23 / 0.464
Clock: 0.793 / 1.83 / 1.04
Sequential: 0.103 / 2.66 / 2.56
No activity file was given, so power comes from the tool's default toggle rates.
